[./run.sh]
#!/bin/bash
# OpenROAD 26Q1-2900-gdf79404cd8, Yosys 0.63+post, stock flow scripts
make -C /OpenROAD-flow-scripts/flow DESIGN_CONFIG=/design/flow/config.mk WORK_HOME=/design/flow/orfs finish
[./config.mk]
export PLATFORM = sky130hd
export DESIGN_NAME = dac_con
export DESIGN_NICKNAME = dac_con
export VERILOG_FILES = /design/flow/design.v
export SDC_FILE = /design/flow/constraint.sdc
export NUM_CORES = 4
export LEC_CHECK = 1
export CORE_AREA = 10 10 70 70
export DIE_AREA = 0 0 80 80
[./constraint.sdc]
current_design dac_con

set clk_period 2.3
set clk_io_pct 0.2

create_clock -name clk0 -period $clk_period [get_ports {clk}]

set non_clock_inputs [all_inputs -no_clocks]
set_input_delay [expr $clk_period * $clk_io_pct] -clock clk0 $non_clock_inputs
set_output_delay [expr $clk_period * $clk_io_pct] -clock clk0 [all_outputs]
[./design.v]
`timescale 1ns / 1ps
module dac_con( 
	input clk,  
	input [7:0] data_in,  
	output wire din,  
	output reg sync,  
	output reg sclk  
   );
reg [1:0] state;  
wire [15:0] data_out;  
reg [4:0] j=0;  
initial begin  
	sclk<=0;  
	sync<=1;  
	state<=2'b00;  
end
always@(posedge clk)  
	sclk<=~sclk;
always@(negedge sclk)  
	case(state)  
	2'b00:begin sync<=0;j<=0;state<=2'b01;end	
	2'b01:begin sync<=0;j<=j+1;state<=(j==14)?2'b11:2'b01;end	
	2'b10:begin sync<=1;j<=0;state<=2'b11;end
	2'b11:begin sync<=1;j<=0;state<=2'b00;end
endcase
assign din=data_out[15-j];  
assign data_out[7:0]=data_in;  
assign data_out[15:8]=8'b00010000;  
endmodule
==> run summary <==
Outcome: finished, final reports clean
Clk slew on worst S/H paths: 0 ns
Register pins left without a clock: 8
Post-Route WL: 788 um
Endpoints left unconstrained: 10
Fp_density: 12.6%
Netlist cell types: 21
WL/cell: 7.96 um
Setup Viol. Count Final: 0
Setup bufs post-CTS: 0
Post-synth seq share: 44.1%
Syn. warnings: 1
Antenna Nets Post-Route: 0
Chip Area, Yosys: 432 um^2
Max-cap violation count: 0
Most frequent cells in the layout: clkdlybuf4s50_1, dfxtp_1, nor2_1
Worst Clk Skew: 0 ns
GPL Wtd Cong: 0.775
Maximum clock rate: 464 MHz
Net Sw Frac: 7.92%
Power per cell area: 58.4 mW/mm^2
Worst-Margin Slew: 0.324 ns
Met1 WL: 301 um
Clk latency of the worst-skew pair: 0 ns
Drt via density: 3.26
Die H: 80 um
Initial antenna violation count: 0
Site row count: 21
Largest net degree at the start of global routing: 10
Hold Buf Count CTS: 0
Core area: 0.00342 mm^2
Rel. slew slack: 78.3%
Final hold violation count: 0
Slew Limit Fails: 0
Int Power: 30.8 uW
Filler Cell Count: 389
Ratio of cells with drive above 1 in the final layout: 3.77%
Hold Crit Class: reg2reg
Vias in the first global route: 269
CP Max Fanout: 1
Switch Pwr: 2.65 uW
First-pass GRT wire length: 1210 um
Share of power burned in registers: 52.9%
Crit share post-route: 93.8%
GRT overflow: 0
Port buffer count: 11
WP data required: 1.84 ns
Die area: 0.00640 mm^2
Post-CTS sizing: 1
Uppermost layer routed: met3
Top-level I/O count: 12
Drt first-iter violations: 14
Post-Syn Area: 432 um^2
Synthesis-to-layout area growth: 32.8%
Pleak: 0.000191 uW
Tool Warnings: 29
DRC Markers: 0
Clock power frac: 0%
Syn avg cell area: 9.38 um^2
Met3 wire len: 6 um
Startpoint Class: input pin
Hold slack: 0.508 ns
Period minus WS final: 2.16 ns
Finished Layout Cells: 99
Commonest Layout Cell: clkdlybuf4s50_1
Comb pwr share: 47.1%
Vias: 323
Chip width: 80 um
Placed cell count: 99
DR WL met2: 480 um
Post-Syn Instances: 46
ANT cells: 0
WP data arrival: 1.70 ns
Critical Path Sink Type: primary output
Worst vdd ir: 36.9 uV
Unrepaired setup endpoints after global routing: false
TritonRoute pass-1 iters: 4
Post-DP HPWL: 687 um
Total GRT Usage: 2.14%
WS Path Type: in2out
Ys flops: 9
Yosys stat cell total: 46
-- critical path, stage by stage --
cell and delay, ns:
clkdlybuf4s50_1 0.45, mux2i_1 0.06, a311o_1 0.37, nor3_2 0.14, dlygate4sd2_1 0.22
-- synth_stat cells --
cell,n,area share (%)
inv_1,3,2.6
edfxtp_1,1,7.0
a31oi_1,1,1.5
nand3_1,4,4.6
nor2_1,7,6.1
o21ai_0,1,1.2
ha_1,2,5.8
nor2b_4,1,3.2
mux2i_1,3,7.0
nor4_1,1,1.5
nand4_1,1,1.5
buf_2,2,2.3
nand2_1,2,1.7
buf_6,1,2.6
clkbuf_1,1,0.87
nand2b_1,2,2.9
xor2_1,2,4.1
dfxtp_1,8,37
nor3_2,1,2.3
a311o_1,1,2.3
xnor2_1,1,2.0
-- stage by stage --
step | power (uW) | instance area [um^2] | setup slack, ns | utilization [%] | TNS [ns]
CTS | 33.8 | 573 | 0.122 | 16.8 | 0
global placement | 33.4 | 574 | -0.0974 | 16.8 | -0.0974
global route | 34.5 | 573 | 0.0815 | 16.8 | 0
floorplan | 20.0 | 432 | 0.915 | - | 0
finish | 33.4 | 573 | 0.143 | 16.8 | 0
detailed placement | 33.7 | 574 | -0.106 | 16.8 | -0.106
-- final timing paths --
path / startpoint / to / slack (ns) / cells past startpoint
worst min register to register: sclk / sclk / 0.51 / 1
worst min-delay path: sclk / sclk / 0.51 / 1
worst max-delay path: data_in[6] / din / 0.14 / 5
worst max register to register: sclk / sclk / 1.73 / 1
-- cell type report --
type / count / area (um^2) / share of cell area, %
flip-flops and latches: 9 / 190 / 33.2
multi-input cells: 30 / 205 / 35.8
repair buffers: 11 / 109 / 19.0
inverters: 3 / 11.3 / 1.97
well taps: 46 / 57.6 / 10.0
-- cell families (layout without fill, tap and decap cells) --
logic type      count (synthesis)  count (layout)  synth area share, %
flops                           9               9                 44.1
xor+xnor                        3               3                 6.09
simple gates                   19              19                 23.8
mux                             3               3                 6.96
compound gates                  3               3                 4.93
fa+ha+maj                       2               2                 5.80
buf+inv                         7              14                 8.40
-- power groups by stage --
stage     clock network (uW)  registers (uW)  logic [uW]
4_1_cts                    0            17.7        16.1
5_1_grt                    0            17.7        16.8
6_report                   0            17.7        15.7
-- metal layers --
metal / global-route usage (%) / vias up
li1: - / 166
met1: 2.50 / 154
met2: 4.41 / 3
met3: 0 / 0
met4: 0 / 0
met5: 0 / -
Power is estimated from default activity; no workload was simulated.
