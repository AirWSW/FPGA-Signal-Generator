File: /design/flow/design.v
`timescale 1ns / 1ps
module seg_disp(
	input wire segclk,
	input wire sltclk,
	input wire [4:0] contro,
	input wire [3:0] num3_disp,
	input wire [3:0] num2_disp,
	input wire [3:0] num1_disp,
	input wire [3:0] num0_disp,
	output wire [6:0] seg_wire,  
	output wire [3:0] an_wire,  
	output wire dp_wire  
    );
reg [1:0] select = 2'b00;
reg [3:0] digit;
reg [6:0] seg;  
reg [3:0] an;  
reg dp;  
initial begin
	dp = 1'b1;
end
always@(posedge segclk) begin
	an = 4'b1111;
	an[select] = 0;
	if(contro[2] && sltclk) begin
		an[contro[1:0]] = 1;
	end
	dp = 1'b1;
	if(select==2'b00 & contro[4:3]==2'b00) begin
		dp = 1'b0;
	end
	else if(select==2'b01 & contro[4:3]==2'b01) begin
		dp = 1'b0;
	end
	case(select)
		2'b11:digit <= num0_disp[3:0];
		2'b00:digit <= num1_disp[3:0];
		2'b01:digit <= num2_disp[3:0];
		2'b10:digit <= num3_disp[3:0];
	endcase
	case(digit)
		'h0:seg = 7'b0000001;  
		'h1:seg = 7'b1001111;  
		'h2:seg = 7'b0010010;  
		'h3:seg = 7'b0000110;  
		'h4:seg = 7'b1001100;  
		'h5:seg = 7'b0100100;  
		'h6:seg = 7'b0100000;  
		'h7:seg = 7'b0001111;  
		'h8:seg = 7'b0000000;  
		'h9:seg = 7'b0000100;  
		'hA:seg = 7'b0001000;  
		'hB:seg = 7'b1100000;  
		'hC:seg = 7'b0110001;  
		'hD:seg = 7'b1000010;  
		'hE:seg = 7'b0110000;  
		'hF:seg = 7'b0111000;  
	endcase
	select <= select + 1;
end
assign seg_wire = seg;  
assign an_wire = an;  
assign dp_wire = dp;  
endmodule
File: /design/flow/run.sh
#!/bin/bash
# OpenROAD 26Q1-2900-gdf79404cd8, Yosys 0.63+post, stock flow scripts
make -C /OpenROAD-flow-scripts/flow DESIGN_CONFIG=/design/flow/config.mk WORK_HOME=/design/flow/orfs finish
File: /design/flow/config.mk
export PLATFORM = sky130hd
export DESIGN_NAME = seg_disp
export DESIGN_NICKNAME = seg_disp
export VERILOG_FILES = /design/flow/design.v
export SDC_FILE = /design/flow/constraint.sdc
export NUM_CORES = 4
export LEC_CHECK = 1
export CORE_AREA = 10 10 82 82
export DIE_AREA = 0 0 92 92
File: /design/flow/constraint.sdc
current_design seg_disp

set clk_period 1.8
set clk_io_pct 0.2

create_clock -name clk0 -period $clk_period [get_ports {segclk}]

set non_clock_inputs [all_inputs -no_clocks]
set_input_delay [expr $clk_period * $clk_io_pct] -clock clk0 $non_clock_inputs
set_output_delay [expr $clk_period * $clk_io_pct] -clock clk0 [all_outputs]
==> qor.csv <==
stage,metric,value,unit
clocking,htree_num_levels,1,
sta,hold_viol_final,0,
setup_path,crit_slowest_cell,dfxtp_1,
finish,mostFrequentLayoutCell,clkdlybuf4s50_1,
place,portBuffers,34,
sta,slew_headroom,74.9,%
setup_path,crit_buf_inv,1,
sta,finalCritPeriodShare,77.7,%
power_and_ir_drop,p_per_area,549,nW/um^2
sta,fmax,715,MHz
setup_path,crit_path_start_kind,register,
logic_synthesis,ys_seq_share,42.2,%
logic_synthesis,top_cell_area_share,42.2,%
job,drv_cap,0,
global_route,grt_pass1_vias,754,
place,post-place-ws,0.387,ns
sta,min_period,1.40,ns
finish,final_area,1310,sq um
power_and_ir_drop,p_leak,0.000513,uW
place,routabilityCongestion,0.759,
clocking,cts_resized,0,
logic_synthesis,avgSynthCellArea,10.2,sq um
clocking,postCtsSetupRepairBufs,0,
floorplanning,io_pins,35,
drt,via_per_inst,3.70,
logic_synthesis,yosysWarnings,1,
logic_synthesis,ys_async_sr_fraction,0,%
clocking,cts.hold.buffers_added,0,
job,stage_log_warnings,35,
clocking,clockRootBuffer,clkbuf_8,
setup_path,crit_family,flip-flops,
global_route,gr-total-overflow,0,
global_route,grt_use_total,5.20,%
logic_synthesis,yosysUniqueCellTypes,21,
finish,syn_to_final_growth,53.4,%
place,postPlaceCellArea,1270,sq um
logic_synthesis,top_cells_by_area,"dfxtp_1 42%, ha_1 18%, mux2i_1 9.4%",
drt,diodes,0,
logic_synthesis,ys.flops,18,
drt,wl,2.06,mm
drt,drtIter0Drc,23,
clocking,clock_latency,0.24,ns
min_path,min_path_type,reg2reg,
logic_synthesis,synth.cell_area,855,sq um
finish,drive_above_1_share,5.88,%
status,status,finished clean,
setup_path,critPathKind,reg2reg,
drt,wl_per_cell,10.9,um
floorplanning,fp_util,16.8,%
logic_synthesis,ys_area,855,sq um
clocking,cts_tree,built,
logic_synthesis,synth-edff-count,0,
floorplanning,die_w,92,um
clocking,clkTransAtPathRegs,0.06,ns
setup_path,path_cells,inv_1 -> ha_1 -> mux2_4 -> a22o_1,
floorplanning,die_h,92,um
global_route,grt_antenna_before_repair,0,
sta,tightestPinTransition,0.375,ns
setup_path,cpPeakStageDelay,0.45,ns
setup_path,cp.arrival,1.54,ns
floorplanning,row_count,26,
sta,fin_tns_setup,0,ns
sta,setup_slack,0.402,ns
sta,setup_viol,0,
logic_synthesis,ys_cells,84,
floorplanning,core-area,5070,sq um
global_route,grt_max_degree,13,
setup_path,cp_max_fo,7,
clocking,numCtsBuffers,3,
finish,fillCellCount,567,
drt,final_antenna_net_count,0,
logic_synthesis,syn_inst,84,
finish,finish.utilization,25.8,%
global_route,grt_pass1_wl,3.62,mm
floorplanning,die_area,8460,sq um
drt,drc_errors,0,
clocking,clock_path_buffers,2,
power_and_ir_drop,ir_drop,0.321,mV
setup_path,end_kind,register,
drt,vias,700,
power_and_ir_drop,finalPower,720,uW
sta,rsz0062_at_grt,no,
finish,final_cell_mix,"34 x clkdlybuf4s50_1, 18 x dfxtp_1, 12 x ha_1",
place,dpl.hpwl,1.73,mm
clocking,clkSinkCount,18,
drt,dr.pass1.iters,4,
sta,drv_slew,0,
logic_synthesis,ff_type,dfxtp_1,
sta,clock_skew,0.00108,ns
setup_path,cp.required,1.94,ns
logic_synthesis,yosys.area.top_type,dfxtp_1,
## layer usage
metal | wire length, um | vias up | global-route usage, %
met5 | 0 | - | 0
met4 | 13 | 0 | 0.257
met3 | 240 | 2 | 3.29
met2 | 950 | 28 | 8.35
met1 | 851 | 312 | 6.04
li1 | - | 358 | -
## per-stage QoR
step	instances	hold WS [ns]
2_1_floorplan	84	0.436
3_3_place_gp	186	0.460
3_5_place_dp	186	0.465
4_1_cts	189	0.480
5_1_grt	189	0.514
6_report	189	0.477
## sequential cells by signal, indices dropped and copies added, names as in the netlist
signal  flops
select      2
seg         7
an          4
dp          1
digit       4
## kinds of logic (layout without fill, tap and decap cells)
group           count (synthesis)  count (layout)  share of synthesized area [%]
flops                          18              18                           42.2
compound gates                 17              17                           13.3
mux                            10              10                           12.4
simple gates                   14              14                           7.76
fa+ha+maj                      12              12                           17.6
buf+inv                        13              48                           6.73
## report_power, final
part,switching [uW],internal (uW)
sequential,0,398
combinational,10.0,43.5
clock,120,148
## area by class of cell
class / count / area [sq um] / area share [%]
clock buffers: 3 / 41.3 / 3.15
well taps: 70 / 87.6 / 6.68
repair buffers: 35 / 348 / 26.5
inverters: 10 / 37.5 / 2.86
flip-flops and latches: 18 / 360 / 27.5
multi-input cells: 53 / 437 / 33.3
## final timing paths
path / to / startpoint / slack (ns) / cells after the start
setup / recovery: seg[0] / digit[0] / 0.40 / 4
hold / removal: select[0] / select[0] / 0.48 / 1
setup reg to reg: seg[0] / digit[0] / 0.40 / 4
hold reg to reg: select[0] / select[0] / 0.48 / 1
## synth_stat cells (all sizes together), types with 2 or more instances
master,instances
dfxtp,18
o21ai,10
nand3,2
nor2,4
a222oi,4
buf,3
ha,12
inv,10
mux2,2
mux2i,8
nand2,4
nand2b,2
Power and IR drop assume default switching activity.
